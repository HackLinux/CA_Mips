### flow/design.v
module ID_EX_Reg(input clk, input rst, input ID_EX_Mux,
	input RegWrite, input MemtoReg, 
	input Branch, input MemRead, input MemWrite, 
	input RegDest, input [5:0] ALUOp, input ALUSrc,
	input [31:0] address, input [31:0] RegData1, input [31:0] RegData2, input [31:0] SignExtend, 
	input [4:0] RegWriteAdd1, input [4:0] RegWriteAdd2,
	input [4:0] RegAdd1, input [4:0] RegAdd2,
	output RegWrite_Out, output MemtoReg_Out, 
	output Branch_Out, output MemRead_Out, output MemWrite_Out, 
	output RegDest_Out, output [5:0] ALUOp_Out, output ALUSrc_Out,
	output [31:0] address_Out, output [31:0] RegData1_Out, output [31:0] RegData2_Out, output [31:0] SignExtend_Out, 
	output [4:0] RegWriteAdd1_Out, output [4:0] RegWriteAdd2_Out,
	output [4:0] RegAdd1_Out, output [4:0] RegAdd2_Out);
	reg RegWrite_Reg;
	reg MemtoReg_Reg;
	reg Branch_Reg;
	reg MemRead_Reg;
	reg MemWrite_Reg;
	reg RegDest_Reg; 
	reg [5:0] ALUOp_Reg; 
	reg ALUSrc_Reg;
	reg [31:0] address_Reg; 
	reg [31:0] RegData1_Reg; 
	reg [31:0] RegData2_Reg; 
	reg [31:0] SignExtend_Reg; 
	reg [4:0] RegWriteAdd1_Reg; 
	reg [4:0] RegWriteAdd2_Reg;
	reg [4:0] RegAdd1_Reg;
	reg [4:0] RegAdd2_Reg;
	assign RegWrite_Out = RegWrite_Reg; 
	assign MemtoReg_Out = MemtoReg_Reg; 
	assign Branch_Out = Branch_Reg; 
	assign MemRead_Out = MemRead_Reg; 
	assign MemWrite_Out = MemWrite_Reg; 
	assign RegDest_Out = RegDest_Reg; 
	assign ALUOp_Out = ALUOp_Reg; 
	assign ALUSrc_Out = ALUSrc_Reg;
	assign address_Out = address_Reg; 
	assign RegData1_Out = RegData1_Reg; 
	assign RegData2_Out = RegData2_Reg; 
	assign SignExtend_Out = SignExtend_Reg; 
	assign RegWriteAdd1_Out = RegWriteAdd1_Reg; 
	assign RegWriteAdd2_Out = RegWriteAdd2_Reg;
	assign RegAdd1_Out = RegAdd1_Reg;
	assign RegAdd2_Out = RegAdd2_Reg;
	always@(negedge clk, posedge rst)
	begin
		if(rst)
		begin
			RegWrite_Reg <= 0;
			MemtoReg_Reg <= 0;
			Branch_Reg <= 0;
			MemRead_Reg <= 0;
			MemWrite_Reg <= 0;
			RegDest_Reg <= 0; 
			ALUOp_Reg <= 0; 
			ALUSrc_Reg <= 0;
			address_Reg <= 0; 
			RegData1_Reg <= 0; 
			RegData2_Reg <= 0; 
			SignExtend_Reg <= 0; 
			RegWriteAdd1_Reg <= 0; 
			RegWriteAdd2_Reg <= 0;
			RegAdd1_Reg <= 0;
			RegAdd2_Reg <= 0;
		end
		else
		begin
			RegWrite_Reg 		<= ID_EX_Mux ? 0 : RegWrite;
			MemtoReg_Reg 		<= ID_EX_Mux ? 0 : MemtoReg;
			Branch_Reg 			<= ID_EX_Mux ? 0 : Branch;
			MemRead_Reg 		<= ID_EX_Mux ? 0 : MemRead;
			MemWrite_Reg 		<= ID_EX_Mux ? 0 : MemWrite;
			RegDest_Reg 		<= ID_EX_Mux ? 0 : RegDest; 
			ALUOp_Reg 			<= ID_EX_Mux ? 0 : ALUOp; 
			ALUSrc_Reg 			<= ID_EX_Mux ? 0 : ALUSrc;
			address_Reg 		<= address; 
			RegData1_Reg 		<= RegData1; 
			RegData2_Reg 		<= RegData2; 
			SignExtend_Reg 	<= SignExtend; 
			RegWriteAdd1_Reg 	<= RegWriteAdd1; 
			RegWriteAdd2_Reg 	<= RegWriteAdd2;
			RegAdd1_Reg 		<= RegAdd1;
			RegAdd2_Reg 		<= RegAdd2;
		end
	end
endmodule
### flow/run.sh
#!/bin/bash
# OpenROAD 26Q1-2900-gdf79404cd8, Yosys 0.63+post, stock flow scripts
make -C /OpenROAD-flow-scripts/flow DESIGN_CONFIG=/design/flow/config.mk WORK_HOME=/design/flow/orfs finish
### flow/config.mk
export PLATFORM = sky130hd
export DESIGN_NAME = ID_EX_Reg
export DESIGN_NICKNAME = ID_EX_Reg
export VERILOG_FILES = /design/flow/design.v
export SDC_FILE = /design/flow/constraint.sdc
export NUM_CORES = 4
export LEC_CHECK = 1
export CORE_AREA = 10 10 179 179
export DIE_AREA = 0 0 189 189
### flow/constraint.sdc
current_design ID_EX_Reg

set clk_period 1.0
set clk_io_pct 0.2

create_clock -name clk0 -period $clk_period [get_ports {clk}]

set non_clock_inputs [all_inputs -no_clocks]
set_input_delay [expr $clk_period * $clk_io_pct] -clock clk0 $non_clock_inputs
set_output_delay [expr $clk_period * $clk_io_pct] -clock clk0 [all_outputs]
==> flow_summary.ini <==
; flow metrics
[run_status]
status = complete, but fails checks
violations = negative setup slack

[final_timing]
tightest_slew_ns = 0.182
hold_viol = 0
relSlewSlack_pct = 87.9
slew_viol_final = 0
grt_setup_unrepaired = true
worst_slack_ns = -0.648
finalSetupViolCount = 163

[run]
log.warning_count = 28
drv_cap = 0

[grt]
grt_pass1_wl_um = 24700
grt_antenna_before_repair = 1
grt_pass1_vias = 3350
grt_usage_pct = 9.53
grt_max_degree = 23
overflow = 0

[floorplan]
core_um2 = 28000
io_pins = 325
core_util_floorplan_pct = 14.9
dieWidth_um = 189
fp.dieArea_um2 = 35700
fp-row-count = 61
die_h_um = 189

[drt]
wl_per_cell_um = 18.4
post-route-drc-count = 0
routed_wl_um = 17200
drtIter0Drc = 56
antenna_left = 0
firstDrtPassIters = 3
vias = 2857
routed_via_density = 3.06

[critical_path]
cp-startpoint = RegData2_Reg[6]$_DFF_NP0_
worstPathRequired_ns = 0.80
worst_path_max_delay_cell = dfrtn_1
crit_chain = buf_2
start_kind = register
cp-end-kind = primary output
cp.arrival_ns = 1.45
critical_path.top_delay_family = flip-flops
crit_type = reg2out
crit_fanout = 1
path_buffers = 1
cpPeakStageDelay_ns = 0.43

[yosys]
postSynthAreaPerCell_um2 = 23.7
synth_cells = 176
ys_seq_share_pct = 96.7
netlist_area_um2 = 4170
synth_stat.cells = 176
yosysUniqueCellTypes = 6
synth-area-yosys_um2 = 4170
ys_warn_count = 1
ys.flops = 161

[final_layout]
register_area_um2 = 4030
comb_area_um2 = 129
fill_cells = 2915
final_area_um2 = 7900
area_growth_pct = 89.6
drive_gt1_share_pct = 41.3

[place]
gp_congestion = 0.777
io_buffer_count = 324
postPlaceCellArea_um2 = 8140
post-place-ws_ns = -0.649
place_hpwl_um = 14700

[pwr]
intPower_mw = 11.5
ir_drop_uv = 738
combPwrFrac_pct = 8.5
p_clk_share_pct = 43.8
power.switching_mw = 3.10
switching_share_pct = 21.2
powerDensity_nw_per_um2 = 1850
seq_power_share_pct = 47.7
power_leakage_nw = 3.65

[clocking]
numCtsBuffers = 17
path_clk_slew_ns = 0.05
cts_tree = built
cts.sinks = 161
cts_htree_levels = 4
clock-root-buffer = clkbuf_16
hold_buffers = 0
post_cts_buffers = 0
cts_max_path_buffers = 2

[worst_hold_path]
worstHoldStart = ALUOp[5]
min_path_cells = 2
hp-class = in2reg
min_to = ALUOp_Reg[5]$_DFF_NP0_
-- worst max-delay path by stage --
| stage | endpoint | slack (ns) | depth (start not counted) |
|---|---|---|---|
| final | RegData2_Out[6] | -0.65 | 1 |
| after global routing | RegData2_Out[6] | -0.69 | 1 |
| after CTS | RegData2_Out[6] | -0.68 | 1 |
-- metal layers --
layer / track usage (%) / share of wire [%] / vias up / wire length (um)
li1: - / - / 1275 / -
met1: 10.3 / 35 / 1396 / 6070
met2: 16.0 / 50 / 180 / 8550
met3: 5.97 / 14 / 6 / 2470
met4: 0.977 / 0.70 / 0 / 121
met5: 0 / 0 / - / 0
-- cells in the final DEF, fill, tap and decap left out --
cell type,synthesis,final
dfrtn_1,161,161
and2b_2,3,3
clkbuf_16,0,17
dlygate4sd2_1,0,6
buf_12,0,6
buf_4,0,18
nor2b_4,2,3
clkinv_2,0,2
nor2b_2,8,7
clkbuf_1,0,1
clkdlybuf4s50_1,0,157
diode_2,0,1
clkinvlp_4,0,6
inv_6,0,3
clkbuf_8,0,1
buf_2,0,161
bufinv_16,0,2
-- power groups by stage --
| stage | combinational, mW | sequential (mW) | clock, mW |
|---|---|---|---|
| after global routing | 1.36 | 7.01 | 7.01 |
| final | 1.24 | 6.97 | 6.40 |
| after CTS | 1.29 | 6.98 | 6.70 |
-- state kept, by name, summed over array words and instances, names as in the netlist --
| signal | count |
|---|---|
| address_Reg | 32 |
| ALUOp_Reg | 6 |
| RegData2_Reg | 32 |
| RegWriteAdd1_Reg | 5 |
| RegAdd2_Reg | 5 |
| RegAdd1_Reg | 5 |
| MemtoReg_Reg | 1 |
| MemRead_Reg | 1 |
| RegDest_Reg | 1 |
| RegData1_Reg | 32 |
| MemWrite_Reg | 1 |
| ALUSrc_Reg | 1 |
| RegWriteAdd2_Reg | 5 |
| SignExtend_Reg | 32 |
| Branch_Reg | 1 |
| RegWrite_Reg | 1 |
-- cell families after synthesis --
kind of cell	synth area share, %
flip-flops	96.7
AND/OR/NAND/NOR	2.97
buffers and inverters	0.360
-- stage by stage --
stage	utilization, %	std cells	hold WS, ns	power [mW]	setup TNS (ns)
after CTS	28.2	932	0.518	15.0	-95.28
after global routing	28.2	932	0.532	15.4	-99.07
after detailed placement	29.0	901	1.00	8.72	-191.74
after floorplan	-	176	0.627	7.15	-267.83
after global placement	29.0	901	1.00	8.71	-191.12
final	28.2	933	0.530	14.6	-91.77
-- area by class of cell --
class	instances	area share [%]
Clock buffer	19	5.60
Tap cell	378	5.98
Clock inverter	12	1.69
Inverter	1	0.0950
Timing Repair Buffer	348	34.0
Sequential cell	161	51.0
Multi-Input combinational cell	13	1.63
Antenna cell	1	0.0317
-- synth_stat cells --
cell type    n  area (um2)
buf_6        1        11.3
and2b_2      3        26.3
nor2b_2      8        70.1
dfrtn_1    161        4030
inv_1        1        3.75
nor2b_4      2        27.5
-- repair_timing --
item | 4_1_cts | 5_1_grt
endpoints found under the setup margin | 174 | 161
resized | 548 | 0
pin swaps | 0 | 0
Power is estimated from default activity; no workload was simulated.
