==> /design/flow/design.v <==
module EX_MEM_Reg(input clk, input rst,
	input RegWrite, input MemtoReg, 
	input Branch, input MemRead, input MemWrite, 
	input [31:0] address, input [31:0] ALUResult, input zero, input [31:0] WriteData, 
	input [4:0] RegWriteAdd,
	output RegWrite_Out, output MemtoReg_Out, 
	output Branch_Out, output MemRead_Out, output MemWrite_Out, 
	output [31:0] address_Out, output [31:0] ALUResult_Out, output zero_Out, output [31:0] WriteData_Out, 
	output [4:0] RegWriteAdd_Out);
	reg RegWrite_Reg;
	reg MemtoReg_Reg;
	reg Branch_Reg;
	reg MemRead_Reg;
	reg MemWrite_Reg;
	reg [31:0] address_Reg; 
	reg [31:0] ALUResult_Reg; 
	reg zero_Reg; 
	reg [31:0] WriteData_Reg; 
	reg [4:0] RegWriteAdd_Reg; 
	assign RegWrite_Out = RegWrite_Reg; 
	assign MemtoReg_Out = MemtoReg_Reg; 
	assign Branch_Out = Branch_Reg; 
	assign MemRead_Out = MemRead_Reg; 
	assign MemWrite_Out = MemWrite_Reg; 
	assign address_Out = address_Reg; 
	assign ALUResult_Out = ALUResult_Reg; 
	assign zero_Out = zero_Reg; 
	assign WriteData_Out = WriteData_Reg; 
	assign RegWriteAdd_Out = RegWriteAdd_Reg; 
	always@(negedge clk, posedge rst)
	begin
		if(rst)
		begin
			RegWrite_Reg <= 0;
			MemtoReg_Reg <= 0;
			Branch_Reg <= 0;
			MemRead_Reg <= 0;
			MemWrite_Reg <= 0;
			address_Reg <= 0; 
			ALUResult_Reg <= 0; 
			zero_Reg <= 0; 
			WriteData_Reg <= 0; 
			RegWriteAdd_Reg <= 0; 
		end
		else
		begin
			RegWrite_Reg <= RegWrite;
			MemtoReg_Reg <= MemtoReg;
			Branch_Reg <= Branch;
			MemRead_Reg <= MemRead;
			MemWrite_Reg <= MemWrite;
			address_Reg <= address; 
			ALUResult_Reg <= ALUResult; 
			zero_Reg <= zero; 
			WriteData_Reg <= WriteData; 
			RegWriteAdd_Reg <= RegWriteAdd; 
		end
	end
endmodule
==> /design/flow/run.sh <==
#!/bin/bash
# OpenROAD 26Q1-2900-gdf79404cd8, Yosys 0.63+post, stock flow scripts
make -C /OpenROAD-flow-scripts/flow DESIGN_CONFIG=/design/flow/config.mk WORK_HOME=/design/flow/orfs finish
==> /design/flow/config.mk <==
export PLATFORM = sky130hd
export DESIGN_NAME = EX_MEM_Reg
export DESIGN_NICKNAME = EX_MEM_Reg
export VERILOG_FILES = /design/flow/design.v
export SDC_FILE = /design/flow/constraint.sdc
export NUM_CORES = 4
export LEC_CHECK = 1
export CORE_AREA = 10 10 146 146
export DIE_AREA = 0 0 156 156
==> /design/flow/constraint.sdc <==
current_design EX_MEM_Reg

set clk_period 1.0
set clk_io_pct 0.2

create_clock -name clk0 -period $clk_period [get_ports {clk}]

set non_clock_inputs [all_inputs -no_clocks]
set_input_delay [expr $clk_period * $clk_io_pct] -clock clk0 $non_clock_inputs
set_output_delay [expr $clk_period * $clk_io_pct] -clock clk0 [all_outputs]
==> COMMIT_EDITMSG <==
Record implementation results from latest flow run

* Status: finished with violations
- The final reports fail on negative setup slack.
- CP arrival: 1.37 ns
* Worst slew pin tran: 0.152 ns
- Most used standard cells in the synthesized netlist: sky130_fd_sc_hd__dfrtn_1 (107), sky130_fd_sc_hd__inv_1 (1)
- Net Switching: 1.86 mW
- Power comes to 9.05 mW.
- Max-capacitance violation count: 0
* Post-Synthesis Cell Area: 2680 um2
* Gate count after technology mapping: 108
* Area growth from synthesis to final layout: 90.5%
- The power report lists cell-internal power as 7.20 mW.
* OpenROAD warning count: 28
* Unrepaired setup endpoints after global routing: true
* Number of standard cells in the layout, taps in and fillers out: 579
* Yosys cell count: 108
- Final Wtd Congestion: 0.736
* Post-synthesis chip area from yosys: 2680 um2
- Post-DR vias/cell: 3.12
- Post-place instance area: 5160 um2
* Total routed wirelength: 9310 um
- The first detailed-routing pass ran for 3 iterations.
- TritonCTS clock tree: yes
- The final timing report gives a worst setup slack of -0.567 ns.
* # H-tree levels: 3
* Number of hold-slack violations in the final timing report: 0
* Cell chain of the critical path: buf_6
- Count of input and output buffers: 215
- The timing report gives the clock slew at the launch and capture registers of the worst setup and hold paths as 0.05 ns.
- 0 antenna diodes ended up in the layout.
- According to the floorplan report, the die height is 156 um.
* Grt ovf: 0
- The synthesis report names the predominant flop master as sky130_fd_sc_hd__dfrtn_1.
* Number of antenna violations at the first check in global routing: 0
- Family with the most delay on the worst path: flip-flops
- The filler cells instantiated in the layout total 1820.
* Via count of the first global-routing pass: 2002
* Post-synth tally of flip-flops with integrated enable: 0
- In the final layout, the multi-input gates occupy 0 um2.
- Delay of the slowest cell on the worst path: 0.41 ns
- The final max-slew violation count recorded for this run is 0.
- Per the log, the first TritonRoute iteration ended with a DRC count of 28.
* TritonCTS Buffers: 9
- The analysis attributes to cell leakage a power of 2.36 nW.
* Async set or reset register ratio after synthesis: 100%
- Vias after detailed routing: 1808
- Final HPWL DP: 7390 um
- The area fraction of the largest cell type after synthesis is 99.9%.
- Multi-input gates: 0
* Total of flip-flops plus latches after synthesis: 107
* Class of the most critical setup path: reg2out
* Maximum buffer depth of the clock tree: 2
* Count of warnings emitted by yosys: 1
- By area the synthesized netlist is led by sky130_fd_sc_hd__dfrtn_1 (100%), sky130_fd_sc_hd__inv_1 (0.14%).
- Max Fanout on Critical Path: 1
* Share of power burned in the clock network: 40.1%
- In this run the core area contains 49 standard-cell rows.
- For reference, the post-synthesis area per instance comes to 24.8 um2.
* Die Span X: 156 um
- In the final routed layout, each cell accounts on average for 16.1 um.
* Post-synth seq share: 99.9%
* Post-placement cell count: 554
- Net switching is 20.5% of the power.
* Share of power burned in registers: 51.1%
- Count of pins on the block boundary: 216
- Library cell occupying the most area in the post-synthesis netlist: sky130_fd_sc_hd__dfrtn_1
- Count of buffering cells on the critical path with inverters included: 1
- The core region is 18100 um2.
- For the completed layout, the total cell area is recorded as 5110 um2.
- The number of clock sinks came to 107.
- Share of cells above drive strength 1: 38.6%
* CP max-delay cell: sky130_fd_sc_hd__dfrtn_1
- Peak supply drop: 716 uV
* Relative contribution of combinational cells to total power: 8.8%
- In the global route stage, overall resource usage came out at 6.97%.
* Max_slew headroom: 89.9%
- After detailed routing, the number of remaining DRC violations is 0.
- Setup violations remaining at the end of the flow were counted as 107.
- Worst setup SP type: flip-flop
* WP data required: 0.80 ns
- Nets still carrying antenna violations after routing amount to 0.
* Total power density per cell area: 1770 nW/um2
- Most instantiated library cell after synthesis: sky130_fd_sc_hd__dfrtn_1
* Clock root buffer: sky130_fd_sc_hd__clkbuf_16
* Core utilization at floorplan: 14.8%
* Synth cell types: 2
- First-pass GRT wire length: 12800 um
- Pin count of the biggest net entering global routing: 56
- CP endpoint kind: output pin
* Die Area: 24300 um2
- Hold buffers post-CTS: 0
- Setup total negative slack on the finished layout was measured at -55.76 ns.
* Worst min-delay path class: in2async
==> cell type report <==
class	count	area [um2]	area share [%]
repair buffers	226	1830	35.8
clock inverters	6	70.1	1.37
well taps	229	287	5.61
clock buffers	10	239	4.68
inverters	1	7.51	0.147
flip-flops and latches	107	2680	52.4
==> layout by cell type (no fill, tap or decap) <==
cell and count:
sky130_fd_sc_hd__dfrtn_1 107, sky130_fd_sc_hd__clkdlybuf4s50_1 107, sky130_fd_sc_hd__buf_2 105, sky130_fd_sc_hd__clkbuf_16 12
sky130_fd_sc_hd__buf_6 4, sky130_fd_sc_hd__inv_6 3, sky130_fd_sc_hd__buf_12 2, sky130_fd_sc_hd__buf_4 2
sky130_fd_sc_hd__clkinvlp_4 1, sky130_fd_sc_hd__clkbuf_8 1, sky130_fd_sc_hd__clkinv_4 1, sky130_fd_sc_hd__bufinv_16 1
sky130_fd_sc_hd__clkinv_2 1, sky130_fd_sc_hd__buf_8 1, sky130_fd_sc_hd__dlymetal6s2s_1 1, sky130_fd_sc_hd__buf_16 1
==> timing repair <==
item,CTS,global route
setup endpoints to repair,107,212
resized,343,3
pin swaps,0,0
setup buffers,0,3
gates cloned,0,6
==> sequential cells by signal, summed over array words and instances (netlist names) <==
name,count
MemtoReg_Reg,1
RegWriteAdd_Reg,5
address_Reg,32
MemWrite_Reg,1
Branch_Reg,1
WriteData_Reg,32
MemRead_Reg,1
zero_Reg,1
ALUResult_Reg,32
RegWrite_Reg,1
==> metal layers <==
layer	share of wire (%)	global-route usage, %	wire length (um)	vias up
li1	-	-	-	808
met1	35	7.54	3250	876
met2	51	11.9	4750	111
met3	12	3.95	1150	13
met4	1.6	0.989	145	0
met5	0	0	0	-
==> worst max-delay path by stage <==
stage | startpoint | endpoint | slack [ns] | depth (start not counted)
after CTS | ALUResult_Reg[10] | ALUResult_Out[10] | -0.60 | 1
after global routing | ALUResult_Reg[10] | ALUResult_Out[10] | -0.62 | 1
final | ALUResult_Reg[10] | ALUResult_Out[10] | -0.57 | 1
==> kinds of logic (layout without fill, tap and decap cells) <==
kind of cell / after synthesis / count (layout) / share of synthesized area [%]
DFF: 107 / 107 / 99.9
buffers and inverters: 1 / 243 / 0.140
==> metrics by stage <==
step	setup WS, ns	hold slack, ns	utilization [%]
2_1_floorplan	-0.887	0.627	-
3_3_place_gp	-0.644	1.06	28.6
3_5_place_dp	-0.643	1.06	28.6
4_1_cts	-0.602	0.681	27.4
5_1_grt	-0.616	0.343	28.2
6_report	-0.567	0.333	28.2
==> power groups by stage <==
stage / Sequential [mW] / Combinational [mW] / Clock [mW]
6_report: 4.63 / 0.797 / 3.63
5_1_grt: 4.65 / 0.877 / 3.97
4_1_cts: 4.63 / 0.756 / 3.78
Power and IR drop assume default switching activity.
