==> config.mk <==
export PLATFORM = sky130hd
export DESIGN_NAME = ALU
export DESIGN_NICKNAME = ALU
export VERILOG_FILES = /design/flow/design.v
export SDC_FILE = /design/flow/constraint.sdc
export NUM_CORES = 4
export LEC_CHECK = 1
export CORE_AREA = 10 10 105 105
export DIE_AREA = 0 0 115 115
==> constraint.sdc <==
current_design ALU

set clk_period 18.4
set clk_io_pct 0.2

create_clock -name clk0 -period $clk_period

set non_clock_inputs [all_inputs -no_clocks]
set_input_delay [expr $clk_period * $clk_io_pct] -clock clk0 $non_clock_inputs
set_output_delay [expr $clk_period * $clk_io_pct] -clock clk0 [all_outputs]
==> design.v <==
module ALU(input [5:0] opcode, input [5:0] funct, input [31:0] A, input [31:0] B, 
			  output reg[31:0] ALUResult, output wire zero);
	assign zero = (opcode == 4 && A == B) ? 1 : 0;
	always@(opcode or A or B)
	begin
		ALUResult <= 0;
		case(opcode)
			6'h0:  
				ALUResult <= (funct == 6'h20) ? A + B : 0;
			6'h8:  
				ALUResult <= A + B;
			6'h4:  
				ALUResult <= A + B;
			6'h23:  
				ALUResult <= A + B;
			6'h2b:  
				ALUResult <= A + B;
		endcase
	end
endmodule
==> run.sh <==
#!/bin/bash
# OpenROAD 26Q1-2900-gdf79404cd8, Yosys 0.63+post, stock flow scripts
make -C /OpenROAD-flow-scripts/flow DESIGN_CONFIG=/design/flow/config.mk WORK_HOME=/design/flow/orfs finish
==> reports/metrics.csv <==
metric;value;unit
rows;34;
io_buffers;109;
drt_iter0_markers;168;
whs_endpoint;zero;
area_leaders;ha_1 17%, a21oi_1 6.5%, nand2_1 5.4%;
synth.distinct_cells;56;
fin_ws;7.90;ns
total_power;0.0916;mW
nClkBuffers;0;
preCtsSetupSlack;7.94;ns
tightest_slew;0.585;ns
status;complete, no violations;
die-area;0.0132;mm²
seqCellArea;0;µm²
initial_utilization;0.254;
flops;0;
drv_cap;0;
drc;0;
worstHoldStart;opcode[0];
tool_warnings;32;
antenna_cells;0;
critPathBufInv;3;
syn_avg_cell_area;6.69;µm²
fin_crit_sh;0.571;
hold_class;in2out;
grt_antenna_before_repair;0;
worstPathCellList;clkdlybuf4s50_1 > ha_1 > inv_1 > fa_1 > nand2b_1 > a21oi_1 > o2111ai_1 > a21o_2 > a21oi_4 > a221oi_1 > mux2i_1 > clkdlybuf4s50_1;
end_kind;primary output;
dpl_cell_area;0.00335;mm²
fin_setup_tns;0;ns
cp_max_fo;8;
drt_pass1_iterations;4;
syn-cell-area;0.00223;mm²
routed_wl;8450;µm
routedWlPerCell;16.0;µm
power_density;27.3;mW/mm²
final_core_util;0.383;
yosys.area.top_type;ha_1;
top_area_frac;0.174;
ys_seq_frac;0;
cp_slowest_cell;clkdlybuf4s50_1;
grt_use_total;0.122;
start_kind;primary input;
synth_warnings;1;
grt.overflow.total;0;
setup-violations-final;0;
final_area;0.00335;mm²
hold_depth;5;
cts.repair.resized;0;
die_h;115;µm
ys_area;0.00223;mm²
die_w;115;µm
cpPeakStageDelay;0.48;ns
final_max_slew_viol_count;0;
drive_gt1_frac;0.0333;
grt_pass1_wl;13700;µm
cp_data_arrival_time;6.82;ns
viasPerCell;5.14;
lay_top_cells;109 x clkdlybuf4s50_1, 32 x nand2_1, 31 x ha_1, 29 x a21oi_1, 27 x nor2_1;
lay_top_count;clkdlybuf4s50_1;
grt_max_degree;31;
max_freq;95.2;MHz
final_hold_viol_count;0;
hpwl;7160;µm
io_pins;109;
maxSlewHeadroom;0.609;
crit_type;in2out;
cp.depth;12;
gp_congestion;0.883;
cp_common_cell;clkdlybuf4s50_1;
grt_pass1_vias;2755;
cts_setup_buffers;0;
antenna_left;0;
yosys_cells;333;
vdd_ir_drop_max;10.1;µV
crit_family;AND-OR/OR-AND gates;
required;14.72;ns
syn_to_final_growth;50.6;%
power.leakage;1.33;nW
cts_hold_buf;0;
core;0.00876;mm²
synthCells;333;
rsz0062_at_grt;false;
min_period;10.50;ns
via_count;2720;
## tightest hold or removal path: cells and delay by family
kind | cells | cell delay (ns)
buffers and inverters | 2 | 0.91
AND/OR/NAND/NOR | 3 | 0.17
## power breakdown
group,leakage (nW),internal [mW],switching (mW)
sequential,0,0,0
clock,0,0,0
combinational,1.33,0.0458,0.0458
total,1.33,0.0458,0.0458
## synth_stat cells (2+ instances only)
master and number:
a21oi_2 3, nand3_1 15, a221oi_1 2, a31oi_1 5, and2_1 8, a211oi_2 2, nand4_1 5, nor4_1 7
nor3b_1 2, nor3_1 17, and3_1 5, inv_1 10, o21ai_0 14, mux2i_1 3, xor2_1 6, buf_6 2
a21oi_4 2, a211oi_1 4, o2111ai_1 2, buf_2 5, a21oi_1 29, o21ai_1 5, o21a_1 9, o211ai_1 6
xnor2_1 10, nor2_1 27, or3_1 4, nand2b_1 5, a21o_1 15, ha_1 31, nand2_1 32, a211o_1 5
clkbuf_1 13
## final cells by class
class	count	area, µm²
Fill cell	902	5410
Timing Repair Buffer	110	1100
Tap cell	108	135
Multi-Input combinational cell	301	2080
Inverter	10	37.5
## how the worst max path moves through the flow
| stage | startpoint | end |
|---|---|---|
| final | A[0] | ALUResult[24] |
| after CTS | A[0] | ALUResult[24] |
| after global routing | A[9] | ALUResult[25] |
## per-stage QoR
| stage | cells | hold WS [ns] |
|---|---|---|
| detailed placement | 529 | 8.45 |
| CTS | 529 | 8.46 |
| floorplan | 333 | 7.46 |
| finish | 529 | 8.45 |
| global placement | 529 | 8.46 |
| global route | 529 | 8.52 |
## layer usage
metal  part of all wire  vias to the layer above  wire (µm)  GRT usage
li1                   -                     1425          -          -
met1               0.49                     1193       4110      0.176
met2               0.41                       98       3500      0.184
met3              0.092                        4        778     0.0332
met4             0.0062                        0         52    0.00743
met5                  0                        -          0          0
## kinds of logic after synthesis
family	Yosys count	synth area share
AND/OR/NAND/NOR	136	0.314
XOR/XNOR	16	0.0629
buffers and inverters	32	0.0652
multiplexers	3	0.0135
AND-OR/OR-AND	114	0.361
adder cells (fa/ha/maj)	32	0.183
Power is estimated from default activity; no workload was simulated.
